**flow/design.v**
```verilog
module ex3
(input  logic        clk,
 input  logic        rstN,
 input  logic        en_a, en_b,
 input  logic [7:0]  a, b,
 output logic [15:0] p
);
  logic [7:0]  a_temp, b_temp;
  logic [15:0] p_temp;
  always_ff @(posedge clk or negedge rstN) begin
    if (!rstN) begin
      a_temp <= '0;
    end
    else if (en_a) begin
      a_temp <= a;
    end
  end
  always_ff @(posedge clk or negedge rstN) begin
    if (!rstN) begin
      b_temp <= '0;
    end
    else if (en_b) begin
      b_temp <= b;
    end
  end
  always_ff @(posedge clk or negedge rstN)
    if (!rstN)
      p <= '0;
    else
      p <= p_temp;
  logic [7:0] b0, b1, b2, b3, b4, b5, b6, b7;
  assign b0 = {8{b_temp[0]}};
  assign b1 = {8{b_temp[1]}};
  assign b2 = {8{b_temp[2]}};
  assign b3 = {8{b_temp[3]}};
  assign b4 = {8{b_temp[4]}};
  assign b5 = {8{b_temp[5]}};
  assign b6 = {8{b_temp[6]}};
  assign b7 = {8{b_temp[7]}};
  logic [7:0] ab0, ab1, ab2, ab3, ab4, ab5, ab6, ab7;
  assign ab0 = a_temp & b0;
  assign ab1 = a_temp & b1;
  assign ab2 = a_temp & b2;
  assign ab3 = a_temp & b3;
  assign ab4 = a_temp & b4;
  assign ab5 = a_temp & b5;
  assign ab6 = a_temp & b6;
  assign ab7 = a_temp & b7; 
  logic c0,  c1,  c2,  c3,  c4,  c5,  c6;
  logic c7,  c8,  c9,  c10, c11, c12, c13;
  logic c14, c15, c16, c17, c18, c19, c20;
  logic c21, c22, c23, c24, c25, c26, c27;
  logic c28, c29, c30, c31, c32, c33, c34;
  logic c35, c36, c37, c38, c39, c40, c41;
  logic c42, c43, c44, c45, c46, c47, c48;
  logic c49, c50, c51, c52, c53, c54, c55;
  logic s0,  s1,  s2,  s3,  s4,  s5,  s6;
  logic s7,  s8,  s9,  s10, s11, s12, s13;
  logic s14, s15, s16, s17, s18, s19, s20;
  logic s21, s22, s23, s24, s25, s26, s27;
  logic s28, s29, s30, s31, s32, s33, s34;
  logic s35, s36, s37, s38, s39, s40, s41;
  logic s42, s43, s44, s45, s46, s47, s48;
  logic s49, s50, s51, s52, s53, s54, s55;
  logic p_0;
  assign p_0 = ab0[0];
  half_adder ha0 (.a(ab0[1]), .b(ab1[0]), .s(s0), .co(c0));
  half_adder ha1 (.a(ab0[2]), .b(ab1[1]), .s(s1), .co(c1));
  half_adder ha2 (.a(ab0[3]), .b(ab1[2]), .s(s2), .co(c2));
  half_adder ha3 (.a(ab0[4]), .b(ab1[3]), .s(s3), .co(c3));
  half_adder ha4 (.a(ab0[5]), .b(ab1[4]), .s(s4), .co(c4));
  half_adder ha5 (.a(ab0[6]), .b(ab1[5]), .s(s5), .co(c5));
  half_adder ha6 (.a(ab0[7]), .b(ab1[6]), .s(s6), .co(c6));
  full_adder fa0 (.a(s1), .b(ab2[0]), .ci(c0), .s(s7),  .co(c7));
  full_adder fa1 (.a(s2), .b(ab2[1]), .ci(c1), .s(s8),  .co(c8));
  full_adder fa2 (.a(s3), .b(ab2[2]), .ci(c2), .s(s9),  .co(c9)); 
  full_adder fa3 (.a(s4), .b(ab2[3]), .ci(c3), .s(s10), .co(c10));
  full_adder fa4 (.a(s5), .b(ab2[4]), .ci(c4), .s(s11), .co(c11));
  full_adder fa5 (.a(s6), .b(ab2[5]), .ci(c5), .s(s12), .co(c12));
  full_adder fa6 (.a(ab1[7]), .b(ab2[6]), .ci(c6), .s(s13), .co(c13));
  full_adder fa7  (.a(s8),  .b(ab3[0]), .ci(c7),  .s(s14), .co(c14));
  full_adder fa8  (.a(s9),  .b(ab3[1]), .ci(c8),  .s(s15), .co(c15));
  full_adder fa9  (.a(s10), .b(ab3[2]), .ci(c9),  .s(s16), .co(c16)); 
  full_adder fa10 (.a(s11), .b(ab3[3]), .ci(c10), .s(s17), .co(c17));
  full_adder fa11 (.a(s12), .b(ab3[4]), .ci(c11), .s(s18), .co(c18));
  full_adder fa12 (.a(s13), .b(ab3[5]), .ci(c12), .s(s19), .co(c19));
  full_adder fa13 (.a(ab2[7]), .b(ab3[6]), .ci(c13), .s(s20), .co(c20));
  full_adder fa14 (.a(s15), .b(ab4[0]), .ci(c14), .s(s21), .co(c21));
  full_adder fa15 (.a(s16), .b(ab4[1]), .ci(c15), .s(s22), .co(c22));
  full_adder fa16 (.a(s17), .b(ab4[2]), .ci(c16), .s(s23), .co(c23)); 
  full_adder fa17 (.a(s18), .b(ab4[3]), .ci(c17), .s(s24), .co(c24));
  full_adder fa18 (.a(s19), .b(ab4[4]), .ci(c18), .s(s25), .co(c25));
  full_adder fa19 (.a(s20), .b(ab4[5]), .ci(c19), .s(s26), .co(c26));
  full_adder fa20 (.a(ab3[7]), .b(ab4[6]), .ci(c20), .s(s27), .co(c27));
  full_adder fa21 (.a(s22), .b(ab5[0]), .ci(c21), .s(s28), .co(c28));
  full_adder fa22 (.a(s23), .b(ab5[1]), .ci(c22), .s(s29), .co(c29));
  full_adder fa23 (.a(s24), .b(ab5[2]), .ci(c23), .s(s30), .co(c30)); 
  full_adder fa24 (.a(s25), .b(ab5[3]), .ci(c24), .s(s31), .co(c31));
  full_adder fa25 (.a(s26), .b(ab5[4]), .ci(c25), .s(s32), .co(c32));
  full_adder fa26 (.a(s27), .b(ab5[5]), .ci(c26), .s(s33), .co(c33));
  full_adder fa27 (.a(ab4[7]), .b(ab5[6]), .ci(c27), .s(s34), .co(c34));
  full_adder fa28 (.a(s29), .b(ab6[0]), .ci(c28), .s(s35), .co(c35));
  full_adder fa29 (.a(s30), .b(ab6[1]), .ci(c29), .s(s36), .co(c36));
  full_adder fa30 (.a(s31), .b(ab6[2]), .ci(c30), .s(s37), .co(c37)); 
  full_adder fa31 (.a(s32), .b(ab6[3]), .ci(c31), .s(s38), .co(c38));
  full_adder fa32 (.a(s33), .b(ab6[4]), .ci(c32), .s(s39), .co(c39));
  full_adder fa33 (.a(s34), .b(ab6[5]), .ci(c33), .s(s40), .co(c40));
  full_adder fa34 (.a(ab5[7]), .b(ab6[6]), .ci(c34), .s(s41), .co(c41));
  full_adder fa35 (.a(s36), .b(ab7[0]), .ci(c35), .s(s42), .co(c42));
  full_adder fa36 (.a(s37), .b(ab7[1]), .ci(c36), .s(s43), .co(c43));
  full_adder fa37 (.a(s38), .b(ab7[2]), .ci(c37), .s(s44), .co(c44)); 
  full_adder fa38 (.a(s39), .b(ab7[3]), .ci(c38), .s(s45), .co(c45));
  full_adder fa39 (.a(s40), .b(ab7[4]), .ci(c39), .s(s46), .co(c46));
  full_adder fa40 (.a(s41), .b(ab7[5]), .ci(c40), .s(s47), .co(c47));
  full_adder fa41 (.a(ab6[7]), .b(ab7[6]), .ci(c41), .s(s48), .co(c48));
  half_adder ha7  (.a(s43), .b(c42), .s(s49), .co(c49));
  full_adder fa42 (.a(s44), .b(c49), .ci(c43), .s(s50), .co(c50));
  full_adder fa43 (.a(s45), .b(c50), .ci(c44), .s(s51), .co(c51)); 
  full_adder fa44 (.a(s46), .b(c51), .ci(c45), .s(s52), .co(c52));
  full_adder fa45 (.a(s47), .b(c52), .ci(c46), .s(s53), .co(c53));
  full_adder fa46 (.a(s48), .b(c53), .ci(c47), .s(s54), .co(c54));
  full_adder fa47 (.a(ab7[7]), .b(c54), .ci(c48), .s(s55), .co(c55));
  assign p_temp = {c55, s55, s54, s53, s52, s51, s50, s49, s42, s35, s28, s21, s14, s7, s0, p_0};
endmodule: ex3
module full_adder
(input  logic a, b, ci,
 output logic s, co
);
  assign s  = a ^ b ^ ci;
  assign co = (a ^ b) & ci | (a & b);
endmodule: full_adder
module half_adder
(input  logic a, b,
 output logic s, co
);
  assign s  = a ^ b;
  assign co = a & b;
endmodule: half_adder 
```
**flow/run.sh**
```bash
#!/bin/bash
# OpenROAD 26Q1-2900-gdf79404cd8, Yosys 0.63+post, stock flow scripts
make -C /OpenROAD-flow-scripts/flow DESIGN_CONFIG=/design/flow/config.mk WORK_HOME=/design/flow/orfs finish
```
**flow/config.mk**
```make
export PLATFORM = sky130hd
export DESIGN_NAME = ex3
export DESIGN_NICKNAME = ex3
export VERILOG_FILES = /design/flow/design.v
export SDC_FILE = /design/flow/constraint.sdc
export NUM_CORES = 4
export LEC_CHECK = 1
export CORE_UTILIZATION = 30
```
**flow/constraint.sdc**
```tcl
current_design ex3

set clk_period 11.4
set clk_io_pct 0.2

create_clock -name clk0 -period $clk_period [get_ports {clk}]

set non_clock_inputs [all_inputs -no_clocks]
set_input_delay [expr $clk_period * $clk_io_pct] -clock clk0 $non_clock_inputs
set_output_delay [expr $clk_period * $clk_io_pct] -clock clk0 [all_outputs]
```
==> impl_metrics.ini <==
; generated from flow reports
[final_timing]
finalWorstSetupSlack_ns = 4.602
tns_ns = 0
setup_viol = 0
clock_skew_ns = 0.003177
worstMarginPinSlew_ns = 0.5506
hold_viol_final = 0
fin_crit_sh_pct = 59.63
fin_crit_ns = 6.798
rsz0062_at_grt = false
hold_ws_ns = 0.6519
relSlewSlack_pct = 63.18
max_freq_ghz = 0.1471
slew_viol_final = 0

[route]
routed_wl_um = 3692
first_iter_violations = 13
via_per_inst = 4.165
detail-route-antenna-nets = 0
wl_per_cell_um = 10.01
antenna_cells = 0
firstDrtPassIters = 2
vias = 1537
drc = 0

[worst_setup_path]
critPathKind = flip-flop to flip-flop
critPathArrivalTime_ns = 6.96
cp-start-kind = flip-flop
required_ns = 11.56
critical_path.max_fanout = 9
cp-end-kind = flip-flop

[synth]
synth_seq_share_pct = 30.06
ys_area_sq_um = 2664
avgSynthCellArea_sq_um = 12.05
ys_types = 10
ys_seq_elements = 32
ys_cells = 221
synth_cells = 221
synth_area_sq_um = 2664
yosys_warnings = 1

[floorplan]
die_h_um = 96.23
dieArea_sq_um = 9260
initial_core_util_pct = 30.69
design.core.area_sq_um = 8678
fp-row-count = 34
io_pins = 36
die_w_um = 96.23

[finish]
final_core_util_pct = 37.04
combGateArea_sq_um = 1647
mostFrequentLayoutCell = inv_1
stdcell_area_sq_um = 3214
area_growth_pct = 20.67
drive_gt1_share_pct = 8.812
regArea_sq_um = 800.8
fin_cells = 369
final_cell_mix = 49 x inv_1, 48 x fa_1, 42 x and2_1, 35 x clkdlybuf4s50_1, 32 x dfrtp_1
fillers = 858

[global_route]
grt_pass1_vias = 1640
overflow = 0
antenna_found_initial = 0
grt_max_degree = 33
grtUsageTotal_pct = 10.36
grt_pass1_wl_um = 7272

[placement]
place_ws_ns = 4.576
dpl.hpwl_um = 3040
place_inst = 361
gp_congestion = 0.7865
dpl_cell_area_sq_um = 3124
io_buffers = 35

[cts]
cts_resized = 0
clock_latency_ns = 0.28
h-tree-depth = 2
cts-hold-fix-buffers = 0
clockBufferDepth = 2
cts.sinks = 32
cts_tree = done
cts_made_buffers = 5
cts_setup_buffers = 0
clk_pin_slew_ns = 0.07
root_buffer = clkbuf_8

[power_and_ir_drop]
cellPowerDensity_nw_per_um2 = 192.6
ir_drop_uv = 73.85
power.total_uw = 618.9
p_leak_nw = 1.509

[job]
maxCapViolCount = 0
warnings = 25

[outcome]
status = complete, no violations

[min_path]
hold_path_class = flip-flop to flip-flop
==> layer usage <==
layer  wire, um  up-vias  global-route usage (%)
li1           -      715                       -
met1       1663      787                   15.21
met2       1785       28                   16.67
met3        183        7                   2.570
met4         60        0                   1.244
met5          0        -                       0
==> flip-flops by register name (all words and copies together) (netlist names) <==
name	cells
p	16
a_temp	8
b_temp	8
==> where the power goes <==
group          internal (mW)  total, mW  switching [mW]
combinational          0.190      0.357           0.167
sequential             0.154      0.172          0.0183
clock                 0.0492     0.0902          0.0410
total                  0.393      0.619           0.226
==> cell usage after synthesis <==
master / n / area, sq um
mux2_4: 16 / 240.2
and2_1: 42 / 262.8
inv_1: 49 / 183.9
clkbuf_2: 1 / 5.000
fa_1: 48 / 960.9
ha_1: 8 / 100.1
nand2_1: 22 / 82.58
dfrtp_1: 32 / 800.8
buf_2: 1 / 5.000
buf_6: 2 / 22.52
==> worst max-delay path, cell delays in order, from the launching register on <==
cell,delay [ns]
dfrtp_1,0.46
and2_1,0.20
ha_1,0.28
inv_1,0.05
fa_1,0.47
inv_1,0.05
fa_1,0.39
fa_1,0.56
fa_1,0.42
fa_1,0.49
inv_1,0.05
fa_1,0.47
inv_1,0.07
ha_1,0.14
inv_1,0.05
fa_1,0.41
fa_1,0.42
fa_1,0.42
fa_1,0.42
fa_1,0.39
inv_1,0.08
fa_1,0.41
==> area by class of cell <==
class	instances	share of cell area, %
Timing Repair Buffer	36	11.13
Tap cell	108	4.204
Clock buffer	8	2.803
Multi-Input combinational cell	136	51.23
Sequential cell	32	24.91
Inverter	49	5.722
==> worst paths after layout <==
check / depth (start not counted) / slack (ns) / start / to
max reg2reg: 21 / 4.60 / b_temp[1]$_DFFE_PN0P_ / p[14]$_DFF_PN0_
min in group asynchronous: 2 / 2.40 / rstN / p[0]$_DFF_PN0_
min: 1 / 0.65 / b_temp[0]$_DFFE_PN0P_ / p[0]$_DFF_PN0_
min reg2reg: 1 / 0.65 / b_temp[0]$_DFFE_PN0P_ / p[0]$_DFF_PN0_
max: 21 / 4.60 / b_temp[1]$_DFFE_PN0P_ / p[14]$_DFF_PN0_
max in group asynchronous: 2 / 8.71 / rstN / a_temp[7]$_DFFE_PN0P_
==> cell families after synthesis <==
group	synth area share [%]
AND/OR/NAND/NOR	12.96
adder cells (fa/ha/maj)	39.83
flip-flops	30.06
buffers and inverters	8.126
multiplexers	9.018
Power is estimated from default activity; no workload was simulated.
